$ cat ./config.mk
export PLATFORM = sky130hd
export DESIGN_NAME = main
export DESIGN_NICKNAME = main
export VERILOG_FILES = /design/flow/design.v
export SDC_FILE = /design/flow/constraint.sdc
export NUM_CORES = 4
export LEC_CHECK = 1
export CORE_UTILIZATION = 40
$ cat ./constraint.sdc
current_design main

set clk_period 5.1
set clk_io_pct 0.2

create_clock -name clk0 -period $clk_period [get_ports {clk}]

set non_clock_inputs [all_inputs -no_clocks]
set_input_delay [expr $clk_period * $clk_io_pct] -clock clk0 $non_clock_inputs
set_output_delay [expr $clk_period * $clk_io_pct] -clock clk0 [all_outputs]
$ cat ./design.v
module button_synchronizer(
	input clk,
	input [1:0] key,
	output button_down,
	output reg [1:0] pressed
);
reg [1:0] key1;
assign button_down = |pressed;
always @(posedge clk) begin
	pressed <= key1;
	key1 <= ~key;  
end
endmodule
module counter_one (
	input clk,
	input increment,
	input reset,
	output reg [4:0] count
);
	initial begin
		count = 5'b00001;
	end
	always @(negedge clk) begin
		if (reset)
			count <= 5'b00001;
		else if (increment)
			count <= count + 5'b00001;
	end
endmodule
module counter_zero (
	input clk,
	input increment,
	input reset,
	output reg [4:0] count
);
	always @(posedge clk) begin
		if (reset)
			count <= 5'b00000;
		else if (increment)
			count <= count + 5'b00001;
	end
endmodule
module sequence_generator (
	input clk,
	input randomize,
	input next,
	input start_over,
	output [1:0] seq
);
	reg [17:0] counter = 18'b100110101011010111;
	reg [17:0] seed;
	reg [17:0] current;
	assign seq = 8'b1 << current[0];
	always @(posedge clk) begin
		counter <= {counter[15:0], counter[17:16] ^ counter[10:9]};
		if (randomize)
			seed <= counter;
		if (start_over)
			current <= seed;
		else if (next)
			current <= {current[15:0], current[17:16] ^ current[10:9]};
	end
endmodule
module seven_segment_decoder	(	inBits, outBits	);
input	[3:0]	inBits;
output	[6:0]	outBits;
reg		[6:0]	outBits;
always @(inBits)
begin
	case(inBits)
		4'h1:
			outBits = 7'b1111001;	 
		4'h2:
			outBits = 7'b0100100; 	 
		4'h3:
			outBits = 7'b0110000; 	 
		4'h4:
			outBits = 7'b0011001; 	 
		4'h5:
			outBits = 7'b0010010; 	 
		4'h6:
			outBits = 7'b0000010; 	 
		4'h7:
			outBits = 7'b1111000; 	 
		4'h8:
			outBits = 7'b0000000; 	 
		4'h9:
			outBits = 7'b0011000; 	 
		4'ha:
			outBits = 7'b0001000;
		4'hb:
			outBits = 7'b0000011;
		4'hc:
			outBits = 7'b1000110;
		4'hd:
			outBits = 7'b0100001;
		4'he:
			outBits = 7'b0000110;
		4'hf:
			outBits = 7'b0001110;
		4'h0:
			outBits = 7'b1000000;
	endcase
end
endmodule
module variable_delay (
	input clk,
	input reset,
	input [4:0] variable_pulse_index,
	output variable_pulse
);
	reg [31:0] counter = 32'd0;
	reg [31:0] variable_pulse_num;
	assign variable_pulse = (counter == variable_pulse_num);
	initial begin
		counter <= 32'd0;
		variable_pulse_num <= 32'd32000000;
	end
	always @ (negedge clk) begin
		if (reset)
			counter <= 32'd0;
		else
			counter <= counter + 32'd1;
	end
	always @ (posedge clk) begin
		case (variable_pulse_index)
			5'b00000: variable_pulse_num <= 32'd32000000;
			5'b00001: variable_pulse_num <= 32'd31000000;
			5'b00010: variable_pulse_num <= 32'd30000000;
			5'b00011: variable_pulse_num <= 32'd29000000;
			5'b00100: variable_pulse_num <= 32'd28000000;
			5'b00101: variable_pulse_num <= 32'd27000000;
			5'b00110: variable_pulse_num <= 32'd26000000;
			5'b00111: variable_pulse_num <= 32'd25000000;
			5'b01000: variable_pulse_num <= 32'd24000000;
			5'b01001: variable_pulse_num <= 32'd23000000;
			5'b01010: variable_pulse_num <= 32'd22000000;
			5'b01011: variable_pulse_num <= 32'd21000000;
			5'b01100: variable_pulse_num <= 32'd20000000;
			5'b01101: variable_pulse_num <= 32'd19000000;
			5'b01110: variable_pulse_num <= 32'd18000000;
			5'b01111: variable_pulse_num <= 32'd17000000;
			5'b10000: variable_pulse_num <= 32'd16000000;
			5'b10001: variable_pulse_num <= 32'd15000000;
			5'b10010: variable_pulse_num <= 32'd14000000;
			5'b10011: variable_pulse_num <= 32'd13000000;
			5'b10100: variable_pulse_num <= 32'd12000000;
			5'b10101: variable_pulse_num <= 32'd11000000;
			5'b10110: variable_pulse_num <= 32'd10000000;
			5'b10111: variable_pulse_num <= 32'd9000000;
			5'b11000: variable_pulse_num <= 32'd8000000;
			5'b11001: variable_pulse_num <= 32'd7000000;
			5'b11010: variable_pulse_num <= 32'd6000000;
			5'b11011: variable_pulse_num <= 32'd5000000;
			5'b11100: variable_pulse_num <= 32'd4000000;
			5'b11101: variable_pulse_num <= 32'd3000000;
			5'b11110: variable_pulse_num <= 32'd2000000;
			5'b11111: variable_pulse_num <= 32'd1000000;
		endcase
	end
endmodule
module main(
	input clk, reset,
	input [1:0] raw_buttons,
	output reg [1:0] oLed,
	output reg [6:0] seven_segment_bits
);
	wire [1:0] raw_bundle = raw_buttons;
	wire [1:0] buttons;
	wire any_button_pressed;
	button_synchronizer b_inst(clk, raw_bundle, any_button_pressed, buttons);
	wire [4:0] max_sequence, cur_sequence, completed_sequences;
	wire reset_max_sequence, reset_cur_sequence, reset_completed_sequences;
	wire inc_max_sequence, inc_cur_sequence, inc_completed_sequences;
	wire [4:0] cur_speed;
	counter_one max_sequence_counter(clk, inc_max_sequence,  reset_max_sequence, max_sequence);
	counter_zero cur_sequence_counter(clk, inc_cur_sequence,  reset_cur_sequence, cur_sequence);
	counter_zero completed_sequences_counter(clk, inc_completed_sequences,  reset_completed_sequences, completed_sequences);
	wire [6:0] seven_seg_wire;
	seven_segment_decoder seg_dec(cur_sequence,seven_seg_wire);
	wire reset_var, reset_short, reset_round;
	wire var_delay, short_delay, round_delay;
	variable_delay delay_var(clk, reset_var, cur_speed, var_delay);
	variable_delay delay_short(clk, reset_short, 5'b11110, short_delay);
	variable_delay delay_round(clk, reset_round, 5'b01100, round_delay);
	wire randomize_seq, seq_next, seq_start_over;
	wire [7:0] seq_out;
	sequence_generator seq_inst(clk, randomize_seq, seq_next, seq_start_over, seq_out);
	reg [4:0] state;
	reg [4:0] nState;
	parameter INIT = 5'b00000;
	parameter RANDOMIZE = 5'b00001;
	parameter START_OVER = 5'b00010;
	parameter GENERATING = 5'b00011;
	parameter RESET_DELAY_VAR = 5'b00100;
	parameter SHOWING = 5'b00101;
	parameter RESET_DELAY_SHORT = 5'b00110;
	parameter WAIT_PAUSE = 5'b00111;
	parameter SHOWING_COMPLETE = 5'b01000;
	parameter START_OVER_INPUT = 5'b01001;
	parameter GENERATING_INPUT = 5'b01010;
	parameter ACCEPTING_INPUT = 5'b01011;
		parameter RESET_INPUT_BUFFER_DOWN = 5'b01100;
		parameter WAIT_INPUT_BUFFER_DOWN = 5'b01101;
	parameter WAITING_BUTTON_UP = 5'b01110;
		parameter RESET_INPUT_BUFFER_UP = 5'b01111;
		parameter WAIT_INPUT_BUFFER_UP = 5'b10000;
	parameter BUTTON_SUCCESSFUL = 5'b10000;
	parameter ROUND_INCREMENT = 5'b10001;
	parameter ROUND_WIN = 5'b10010;
	parameter GAME_WIN = 5'b10011;
	parameter GAME_OVER = 5'b11111;
	initial begin
		state = INIT;
	end
	always @ (posedge clk) begin
		state <= nState;
	end
	always @ (*) begin
		seven_segment_bits = seven_seg_wire;
		if(~reset)
		begin
			case (state)
				INIT: nState = RANDOMIZE;
				RANDOMIZE: nState = START_OVER;
				START_OVER:nState = GENERATING;
				GENERATING: nState = RESET_DELAY_VAR;
				RESET_DELAY_VAR: nState = SHOWING;
				SHOWING: begin
					if (var_delay) begin
						if (cur_sequence >= max_sequence)
							nState = SHOWING_COMPLETE;
						else
							nState = RESET_DELAY_SHORT;
					end
					else
						nState = SHOWING;
				end
				RESET_DELAY_SHORT: nState = WAIT_PAUSE;
				WAIT_PAUSE: begin
					if (short_delay)
						nState = GENERATING;
					else
						nState = WAIT_PAUSE;
				end
				SHOWING_COMPLETE: nState = START_OVER_INPUT;
				START_OVER_INPUT: nState = GENERATING_INPUT;
				GENERATING_INPUT: nState = ACCEPTING_INPUT;
				ACCEPTING_INPUT: begin
					if (~any_button_pressed)
						if (cur_sequence >= max_sequence)
							if (max_sequence == GAME_OVER)  
								nState = GAME_WIN;
							else
								nState = ROUND_WIN;
						else
							nState = ACCEPTING_INPUT;
					else
						if (buttons == seq_out)
							nState = RESET_INPUT_BUFFER_DOWN;
						else
							nState = GAME_OVER;
							oLed[0]=1; oLed[1]=1;
				end
				RESET_INPUT_BUFFER_DOWN: nState = WAIT_INPUT_BUFFER_DOWN;
				WAIT_INPUT_BUFFER_DOWN: begin
					if (short_delay)
						nState = WAITING_BUTTON_UP;
					else
						nState = WAIT_INPUT_BUFFER_DOWN;
				end
				WAITING_BUTTON_UP: begin
					if (any_button_pressed)
						nState = WAITING_BUTTON_UP;
					else
						nState = BUTTON_SUCCESSFUL;
				end
				BUTTON_SUCCESSFUL: nState = RESET_INPUT_BUFFER_UP;
				RESET_INPUT_BUFFER_UP: nState = WAIT_INPUT_BUFFER_UP;
				WAIT_INPUT_BUFFER_UP: begin
					if (short_delay)
						nState = GENERATING_INPUT;
					else
						nState = WAIT_INPUT_BUFFER_UP;
				end
				GAME_OVER: nState = GAME_OVER;
				GAME_WIN: nState = GAME_OVER;
				ROUND_WIN: nState = ROUND_INCREMENT;
				ROUND_INCREMENT: nState = START_OVER;
				default: nState = INIT;
			endcase
			case (state)
				SHOWING: begin
					case (seq_out)
						2'b01: begin
							oLed[0]=1; oLed[1]=0;
						end
						2'b10: begin
							oLed[0]=0; oLed[1]=1;
						end
						default: begin
							oLed[0]=0; oLed[1]=0;
						end
					endcase
				end
				WAITING_BUTTON_UP: begin
					oLed[0] = ~buttons[1];
					oLed[1] = ~buttons[0];
				end
				GAME_OVER: begin
					oLed[0]=1; oLed[1]=1;
				end
				default: begin
					oLed[0]=0; oLed[1]=0;
				end
			endcase
		end
		else begin
			nState = INIT;
			oLed[0]=0; oLed[1]=0;
		end
	end
	assign reset_var = (state == RESET_DELAY_VAR);
	assign reset_short = (state == RESET_DELAY_SHORT) | (state == RESET_INPUT_BUFFER_UP) | (state == RESET_INPUT_BUFFER_DOWN);
	assign reset_round = (state == START_OVER);
	assign randomize_seq = (state == RANDOMIZE);
	assign seq_next = (state == GENERATING) | (state == GENERATING_INPUT);
	assign seq_start_over = (state == START_OVER) | (state == START_OVER_INPUT);
	assign reset_max_sequence = (state == INIT);
	assign reset_cur_sequence = (state == INIT) | (state == START_OVER) | (state == SHOWING_COMPLETE);
	assign reset_completed_sequences = (state == INIT);
	assign inc_max_sequence = (state == ROUND_INCREMENT);
	assign inc_cur_sequence = (state == GENERATING) | (state == BUTTON_SUCCESSFUL);
	assign inc_completed_sequences = (state == ROUND_INCREMENT);
	assign cur_speed = max_sequence - 5'b00001;
endmodule
$ cat ./run.sh
#!/bin/bash
# OpenROAD 26Q1-2900-gdf79404cd8, Yosys 0.63+post, stock flow scripts
make -C /OpenROAD-flow-scripts/flow DESIGN_CONFIG=/design/flow/config.mk WORK_HOME=/design/flow/orfs finish
==> flow_metrics.py <==
# Physical implementation metrics
metrics = {
    "die": {
        "fp_util": 0.4126,
        "row_count": 50,
        "chipArea_um2": 20050,
        "ios": 13,
        "die_w_um": 141.6,
        "dieHeight_um": 141.6,
        "core_um2": 18890,
    },
    "sta": {
        "setup-tns-final_ns": 0,
        "setup_ws_ns": 0.2713,
        "setup_viol": 0,
        "worst_pin_slew_ns": 0.7783,
        "timing.slew.headroom": 0.4794,
        "finalHoldViolations": 0,
        "slew_violations": 0,
        "fin_skew_ns": 0.04049,
        "rsz0062_at_grt": "false",
    },
    "critical_path": {
        "arrival_ns": 5.18,
        "cp_max_fo": 9,
        "start_kind": "register",
        "worstPathCellList": "inv_2 -> ha_2 -> inv_1 -> ha_1 -> clkinv_1 -> ha_1 -> nor2_1 -> a311oi_1 -> a31oi_1",
        "end_kind": "register",
        "crit_type": "register to register",
        "crit_required_ns": 5.45,
        "cp_common_cell": "ha_1",
        "slowest_stage": "ha_1",
        "worstPathBufferInverterCount": 3,
        "cpLargestDelayFamily": "adder cells",
        "cpPeakStageDelay_ns": 0.40,
    },
    "clock_network": {
        "cts-root-buf": "clkbuf_16",
        "postCtsHoldBufs": 0,
        "cts_max_level": 4,
        "numCtsBuffers": 17,
        "clk_latency_ns": 0.46,
        "cts_tree": "built",
        "cts_buffer_depth": 2,
        "cts.sinks": 165,
        "clkTransAtPathRegs_ns": 0.08,
    },
    "placement": {
        "dpl.hpwl_um": 10230,
        "portBuffers": 12,
        "gp_congestion": 0.8676,
        "dp_slack_ns": 0.1913,
    },
    "synth": {
        "ys_warn_count": 9,
        "xor_share": 0.08539,
        "netlist_area_um2": 7795,
        "ys_cells": 815,
        "avgSynthCellArea_um2": 9.564,
        "numSynthFlops": 165,
        "synth.mux.area_fraction": 0.03917,
        "flop_cell": "dfxtp_1",
        "ys_seq_share": 0.4700,
        "synthArstFlopShare": 0,
        "adder_share": 0.05136,
        "yosysUniqueCellTypes": 70,
        "yosys.area_share.simple": 0.2011,
        "yosys-stat-area_um2": 7795,
        "top_logic_kind": "simple AND/OR/NAND/NOR gates",
        "synth-edff-count": 36,
        "syn_inst": 815,
        "synthAoiAreaFrac": 0.1125,
    },
    "route": {
        "wire_per_inst_um": 13.35,
        "vias": 5939,
        "post-route-drc-count": 0,
        "drt-initial-drc-count": 303,
        "wirelength_um": 15550,
        "diodes": 0,
        "ant_nets": 0,
        "vias_per_cell": 5.098,
        "drt-pass1-iter-count": 5,
    },
    "final_layout": {
        "nFillCells": 1745,
        "drive_above_1_share": 0.09392,
        "syn2layout_area_growth_pct": 16.73,
    },
    "power": {
        "finalPower_uw": 4369,
        "irDropWorstVdd_uv": 289.4,
        "leakagePower_uw": 0.003605,
        "p_per_area_nw_per_um2": 480.2,
    },
    "grt": {
        "antenna_found_initial": 0,
        "grt_usage": 0.1683,
        "grt_max_degree": 36,
        "grt_pass1_vias": 5537,
        "globalRouteOverflowTotal": 0,
        "grt_pass1_wl_um": 26790,
    },
    "status": {
        "status": "finished clean",
    },
    "flow_run": {
        "log.warning_count": 112,
        "timing.max_cap.violations": 0,
    },
    "hold_path": {
        "worstHoldPathType": "register to register",
    },
}
[layout by cell type, fill, tap and decap left out, types with 12 or more instances in the layout]
cell type,count
xor2_1,15
o21ai_0,29
edfxtp_1,36
mux2_2,18
nand3_1,30
nor2_1,74
nor3_1,17
buf_4,16
or4_1,13
nand2_1,53
ha_1,31
a21oi_1,36
dfxtp_1,129
nand4_1,28
or3_1,15
nor4_1,19
clkbuf_16,17
inv_1,107
xnor2_1,61
clkdlybuf4s50_1,12
[report_power, final]
part	internal [uW]	switching [uW]	total [uW]	leakage [uW]
sequential	1670	367	2030	0.00140
clock	784	744	1530	0.000671
combinational	392	416	808	0.00153
total	2840	1530	4370	0.00360
[registers in the layout, indices dropped and copies added (netlist names)]
signal                          count
seven_segment_bits                  7
cur_sequence_counter.count          5
max_sequence_counter.count          5
delay_short.variable_pulse_num      2
b_inst.pressed                      2
delay_short.counter                32
delay_var.counter                  32
state                               5
seq_inst.current                   18
b_inst.key1                         2
seq_inst.seed                      18
delay_var.variable_pulse_num       19
seq_inst.counter                   18
[layout make-up]
| cell class | count | area (um^2) | area share |
|---|---|---|---|
| flip-flops and latches | 165 | 3664 | 0.4026 |
| repair buffers | 28 | 240.2 | 0.02640 |
| well taps | 260 | 325.3 | 0.03575 |
| inverters | 40 | 150.1 | 0.01650 |
| clock inverters | 84 | 454.2 | 0.04992 |
| clock buffers | 17 | 425.4 | 0.04675 |
| multi-input cells | 571 | 3840 | 0.4220 |
[synthesized netlist by cell type, drive strengths merged, types with 7 or more instances]
library cell | n | area [um^2]
o211ai | 9 | 67.56
edfxtp | 36 | 1081
nor3 | 18 | 90.09
mux2i | 8 | 80.08
ha | 32 | 400.4
buf | 10 | 48.80
nor4 | 19 | 118.9
o31ai | 8 | 60.06
a31oi | 9 | 56.30
dfxtp | 129 | 2582
o21ai | 30 | 150.1
nand2 | 54 | 205.2
nor2 | 74 | 277.8
xor2 | 15 | 131.4
xnor2 | 61 | 534.3
nand4 | 29 | 196.4
or4 | 13 | 97.59
nand3 | 31 | 160.1
mux2 | 18 | 202.7
and3 | 7 | 43.79
or3 | 16 | 101.4
a21oi | 37 | 185.2
and4 | 8 | 73.82
inv | 40 | 150.1
clkbuf | 28 | 105.1
[logic make-up (layout without fill, tap and decap cells)]
family	after synthesis	in the layout
adder cells (fa/ha/maj)	32	32
flip-flops	165	165
XOR/XNOR	76	76
AND/OR/NAND/NOR	298	298
other	2	2
multiplexers	27	27
buffers and inverters	79	169
AND-OR/OR-AND	136	136
[through the flow]
step | std cells | hold slack (ns) | util | area, um^2
6_report | 1165 | 0.3285 | 0.4816 | 9099
5_1_grt | 1165 | 0.3344 | 0.4816 | 9099
4_1_cts | 1165 | 0.3317 | 0.4815 | 9096
3_5_place_dp | 1065 | 0.3191 | 0.4351 | 8220
3_3_place_gp | 1065 | 0.3107 | 0.4351 | 8220
2_1_floorplan | 815 | 0.3096 | - | 7795
[repair_timing]
action,4_1_cts,5_1_grt
gates resized,0,2
setup endpoints to repair,0,1
setup buffers,0,0
[per-layer routing]
layer	share of wire	vias to the layer above	GRT usage	routed length [um]
li1	-	3080	-	-
met1	0.53	2749	0.2759	8168
met2	0.43	95	0.2380	6666
met3	0.034	15	0.03334	526
met4	0.012	0	0.03282	192
met5	0	-	0	0
[final timing paths]
check                                                           startpoint                                        to  slack [ns]  depth (start not counted)
worst max-delay path            max_sequence_counter.count[1]$_SDFFE_NP0P_  delay_var.variable_pulse_num[12]$_DFF_P_        0.27                          9
worst min-delay path                                b_inst.key1[0]$_DFF_P_                 b_inst.pressed[0]$_DFF_P_        0.33                          0
worst max register to register  max_sequence_counter.count[1]$_SDFFE_NP0P_  delay_var.variable_pulse_num[12]$_DFF_P_        0.27                          9
worst min register to register                      b_inst.key1[0]$_DFF_P_                 b_inst.pressed[0]$_DFF_P_        0.33                          0
No activity file was given, so power comes from the tool's default toggle rates.
